==> ./design.v <==
`timescale 1ns / 1ps
module SevenSegmentDisplay(
    input clk,
    input [31:0] x,
    output wire dp,
    output reg [7:0] anodes,
    output reg [6:0] seg
);
    reg [19:0] clk_div = 0;
    wire [3:0] s;
    reg [3:0] digit;
    wire [7:0] aen;
    assign s = clk_div[19:17];
    assign dp = 1'b1;
    assign aen = 8'b11111111;  
    always @(posedge clk) begin
        case (s)
            0  : digit <= x[3:0];
            1  : digit <= x[7:4];
            2  : digit <= x[11:8];
            3  : digit <= x[15:12];
            4  : digit <= x[19:16];
            5  : digit <= x[23:20];
            6  : digit <= x[27:24];
            7  : digit <= x[31:28];            
            default : digit <= x[3:0];
        endcase
    end
    always @(*) begin
        case(digit)
            0   : seg = 7'b1000000;
            1   : seg = 7'b1111001;
            2   : seg = 7'b0100100;
            3   : seg = 7'b0110000;
            4   : seg = 7'b0011001;
            5   : seg = 7'b0010010;
            6   : seg = 7'b0000010;
            7   : seg = 7'b1111000;
            8   : seg = 7'b0000000;
            9   : seg = 7'b0010000;
            'hA : seg = 7'b0001000;
            'hB : seg = 7'b0000011;
            'hC : seg = 7'b1000110;
            'hD : seg = 7'b0100001;
            'hE : seg = 7'b0000110;
            'hF : seg = 7'b0001110;
            default : seg = 7'b0000000;
        endcase
    end
    always @(*)begin
      anodes=8'b11111111;
      if(aen[s] == 1)
        anodes[s] = 0;
    end
    always @(posedge clk) begin
        clk_div <= clk_div + 1'b1;
    end
endmodule
==> ./run.sh <==
#!/bin/bash
# OpenROAD 26Q1-2900-gdf79404cd8, Yosys 0.63+post, stock flow scripts
make -C /OpenROAD-flow-scripts/flow DESIGN_CONFIG=/design/flow/config.mk WORK_HOME=/design/flow/orfs finish
==> ./config.mk <==
export PLATFORM = sky130hd
export DESIGN_NAME = SevenSegmentDisplay
export DESIGN_NICKNAME = SevenSegmentDisplay
export VERILOG_FILES = /design/flow/design.v
export SDC_FILE = /design/flow/constraint.sdc
export NUM_CORES = 4
export LEC_CHECK = 1
export CORE_UTILIZATION = 30
==> ./constraint.sdc <==
current_design SevenSegmentDisplay

set clk_period 2.7
set clk_io_pct 0.2

create_clock -name clk0 -period $clk_period [get_ports {clk}]

set non_clock_inputs [all_inputs -no_clocks]
set_input_delay [expr $clk_period * $clk_io_pct] -clock clk0 $non_clock_inputs
set_output_delay [expr $clk_period * $clk_io_pct] -clock clk0 [all_outputs]
==> load_flow_metrics.sql <==
-- metrics for the results database
INSERT INTO impl_metrics (metric_group, metric, value, unit) VALUES
('run_status', 'outcome', 'finished clean', ''),
('detailed_routing', 'initial_drc_count', '34', ''),
('sta', 'setup-violations-final', '0', ''),
('clocking', 'cts_root_buffer', 'clkbuf_8', ''),
('global_route', 'grt_antenna_before_repair', '0', ''),
('setup_path', 'critical_path.most_common_cell', 'ha_1', ''),
('setup_path', 'end_kind', 'register', ''),
('global_route', 'global_routing_usage_summed_across_all_routing_layers', '11.66', '%'),
('finish', 'final_layout_size_suffix_gt1_share', '14.09', '%'),
('floorplan', 'fp_util', '31.21', '%'),
('finish', 'most-common-layout-cells', 'clkdlybuf4s50_1, dfxtp_1, nand3_1, xnor2_1, ha_1', ''),
('pwr', 'p_leak', '0.8130', 'nW'),
('clocking', 'cts-buffers-inserted', '3', ''),
('sta', 'timing_max_transition_violations_final', '0', ''),
('global_route', 'number_of_global_route_vias_before_repair', '1131', ''),
('placement', 'globalplace.congestion', '0.8290', ''),
('detailed_routing', 'routed_wire_length_per_instance', '11.14', 'um'),
('setup_path', 'worst_setup_path_start_kind', 'register', ''),
('setup_path', 'worstPathRequired', '2.86', 'ns'),
('detailed_routing', 'drcViolationCount', '0', ''),
('logic_synthesis', 'post_synth.cell_area_avg', '9.488', 'um2'),
('clocking', 'cts_tree', 'built', ''),
('detailed_routing', 'postRouteWirelength', '3231', 'um'),
('sta', 'holdWs', '0.4285', 'ns'),
('finish', 'synthToLayoutAreaGrowth', '40.82', '%'),
('detailed_routing', 'post_drt_via_cell_ratio', '4.486', ''),
('logic_synthesis', 'synth_cell_types', '40', ''),
('floorplan', 'total_die_size', '5609', 'um2'),
('setup_path', 'crit_fanout', '6', ''),
('sta', 'final.setup.worst_slack', '0.1770', 'ns'),
('global_route', 'globalRouteOverflowTotal', '0', ''),
('clocking', 'tritoncts_num_sinks', '27', ''),
('floorplan', 'area_inside_the_core_boundary', '5107', 'um2'),
('finish', 'final_common_cell', 'clkdlybuf4s50_1', ''),
('logic_synthesis', 'yosys-top-cells-area', 'dfxtp_1, ha_1, xnor2_1', ''),
('detailed_routing', 'route.antenna.diode_count', '0', ''),
('global_route', 'grt_pass1_wl', '5023', 'um'),
('clocking', 'ctsHoldBuffers', '0', ''),
('logic_synthesis', 'synth_seq_share', '33.91', '%'),
('logic_synthesis', 'synth_cells', '168', ''),
('logic_synthesis', 'synth_flops', '27', ''),
('setup_path', 'worst_ep_arrival_time', '2.69', 'ns'),
('detailed_routing', 'drt_first_pass_iters', '4', ''),
('sta', 'rsz0062_at_grt', 'no', ''),
('sta', 'total_negative_setup_slack', '0', 'ns'),
('clocking', 'max-clock-path-buffers', '2', ''),
('flow_run', 'max-cap-violations', '0', ''),
('floorplan', 'fp-row-count', '26', ''),
('clocking', 'clk_latency', '0.27', 'ns'),
('floorplan', 'die_width', '74.90', 'um'),
('detailed_routing', 'route.antenna.remaining_nets', '0', ''),
('sta', 'finalCritPeriodShare', '93.44', '%'),
('flow_run', 'warning_count', '34', ''),
('logic_synthesis', 'yosys-stat-cells', '168', ''),
('sta', 'max_freq', '0.3964', 'GHz'),
('global_route', 'grt_max_degree', '17', ''),
('logic_synthesis', 'top_area_cell', 'dfxtp_1', ''),
('pwr', 'power_density', '333.2', 'nW/um2'),
('setup_path', 'timing.critical_path.slowest_stage_cell', 'or4_4', ''),
('setup_path', 'cpPeakStageDelay', '0.62', 'ns'),
('pwr', 'worst_ir_drop_vdd', '227.4', 'uV'),
('detailed_routing', 'vias', '1301', ''),
('placement', 'post-dp-hpwl', '2489', 'um'),
('logic_synthesis', 'yosysChipArea', '1594', 'um2'),
('setup_path', 'timing.critical_path.cells', 'inv_1 -> ha_1 -> ha_1 -> or4_4 -> a21oi_4 -> inv_2 -> ha_1 -> inv_1 -> mux2i_1 -> a32o_1', ''),
('placement', 'io_buffer_count', '47', ''),
('logic_synthesis', 'mappedNetlistArea', '1594', 'um2'),
('floorplan', 'dieHeight', '74.90', 'um'),
('hold_path', 'holdCritPathClass', 'register to register', ''),
('clocking', 'cts.reportedPaths.clkPinSlew', '0.09', 'ns'),
('logic_synthesis', 'portion_of_synthesized_cell_area_occupied_by_the_leading_cell_type', '33.91', '%'),
('pwr', 'total_power', '0.7480', 'mW'),
('floorplan', 'io_pins', '49', ''),
('logic_synthesis', 'yosys_warnings', '1', ''),
('clocking', 'cts_htree_levels', '1', ''),
('sta', 'period_minus_slack', '2.523', 'ns'),
('sta', 'finalClockSkew', '0.004233', 'ns'),
('sta', 'finalHoldViolations', '0', ''),
('placement', 'place_ws', '0.06970', 'ns'),
('setup_path', 'crit_type', 'register to register', '');
[critical path: cells and delay by family, from the launching register on]
| kind | cells | cell delay, ns |
|---|---|---|
| buffers and inverters | 3 | 0.21 |
| adder cells (fa/ha/maj) | 3 | 0.69 |
| AND-OR/OR-AND | 2 | 0.45 |
| flip-flops | 1 | 0.38 |
| AND/OR/NAND/NOR | 1 | 0.62 |
| multiplexers | 1 | 0.07 |
[per-stage QoR]
step | area, um2 | util [%] | std cells
detailed placement | 2168 | 42.45 | 284
floorplan | 1618 | - | 168
finish | 2245 | 43.95 | 290
global placement | 2168 | 42.45 | 284
CTS | 2217 | 43.41 | 288
global route | 2245 | 43.95 | 290
[area by class of cell]
type	count	area [um2]
Sequential cell	27	545.5
Multi-Input combinational cell	121	979.7
Timing Repair Buffer	56	538.0
Clock buffer	3	41.29
Clock inverter	1	7.507
Fill cell	498	2863
Inverter	12	45.04
Tap cell	70	87.58
[worst paths after layout]
check	startpoint	end	slack [ns]	cells after the start
min	clk_div[0]	clk_div[0]	0.43	1
max reg2reg	clk_div[17]	seg[1]	0.18	10
min reg2reg	clk_div[0]	clk_div[0]	0.43	1
max	clk_div[17]	seg[1]	0.18	10
[synth_stat cells, drive strengths merged]
library cell	instances
a221oi	2
o32a	1
inv	12
a22oi	3
nand4	1
nor2b	1
nor3b	2
o22ai	2
clkbuf	3
mux2	3
o22a	1
or2	1
o211ai	1
a211oi	1
nor4b	1
nand3b	1
nor2	9
buf	5
and3	2
and2	2
a32o	2
o21a	1
and4	3
mux2i	9
a222oi	2
dfxtp	27
nand2	12
conb	1
ha	13
or4	1
o21ai	1
a41oi	1
nand3	17
xnor2	17
a21oi	5
xor2	2
[flip-flops by register name, indices dropped and copies added, names as in the netlist]
register / flops
clk_div: 20
seg: 7
[cell families after synthesis]
family                     count (synthesis)  share of synthesized area [%]
AOI/OAI and AO/OA                         23                          13.27
xor gates and xnor gates                  19                          10.44
adders and majority gates                 13                          10.20
buffers and inverters                     20                          6.514
DFF                                       27                          33.91
muxes                                     12                          7.771
other                                      1                         0.2353
and+or+nand+nor                           53                          17.66
[metal layers]
metal	track usage (%)	wire length [um]	vias up	share of wire [%]
met4	0.6289	13	0	0.40
met2	18.72	1321	46	41
met3	2.849	352	2	11
met1	17.06	1544	561	48
li1	-	-	692	-
met5	0	0	-	0
[power breakdown]
| group | leakage, nW | total (mW) | internal (mW) | switching, mW |
|---|---|---|---|---|
| clock network | 0.0217 | 0.226 | 0.104 | 0.121 |
| logic | 0.570 | 0.113 | 0.0808 | 0.0326 |
| registers | 0.221 | 0.409 | 0.407 | 0.00225 |
[what timing repair did]
action,4_1_cts,5_1_grt
endpoints found under the setup margin,0,11
gates resized,0,7
buffers inserted,0,2
Power is estimated from default activity; no workload was simulated.
