==> design.v <==
`timescale 1ns / 1ps
module Accumulator (in_0, in_1, in_2, in_3, in_4, in_5, in_6, in_7, out);
    input [23:0] in_0, in_1, in_2, in_3, in_4, in_5, in_6, in_7;
    output [23:0] out;
    assign out = in_0 + in_1 + in_2 + in_3 + in_4 + in_5 + in_6 + in_7;
endmodule
==> run.sh <==
#!/bin/bash
# OpenROAD 26Q1-2900-gdf79404cd8, Yosys 0.63+post, stock flow scripts
make -C /OpenROAD-flow-scripts/flow DESIGN_CONFIG=/design/flow/config.mk WORK_HOME=/design/flow/orfs finish
==> config.mk <==
export PLATFORM = sky130hd
export DESIGN_NAME = Accumulator
export DESIGN_NICKNAME = Accumulator
export VERILOG_FILES = /design/flow/design.v
export SDC_FILE = /design/flow/constraint.sdc
export NUM_CORES = 4
export LEC_CHECK = 1
export CORE_UTILIZATION = 30
==> constraint.sdc <==
current_design Accumulator

set clk_period 19.1
set clk_io_pct 0.2

create_clock -name clk0 -period $clk_period

set non_clock_inputs [all_inputs -no_clocks]
set_input_delay [expr $clk_period * $clk_io_pct] -clock clk0 $non_clock_inputs
set_output_delay [expr $clk_period * $clk_io_pct] -clock clk0 [all_outputs]
==> GITHUB_STEP_SUMMARY <==
## PnR job results

| Metric | Value |
|---|---|
| Mapped Cells | `534` |
| Critical path cell sequence | `clkdlybuf4s50_1 > fa_1 > inv_1 > fa_1 > fa_1 > fa_1 > inv_1 > ha_1 > inv_1 > fa_1 > nor2b_4 > o211ai_1 > a31o_2 > a21oi_1 > a31oi_1 > xnor2_1 > clkdlybuf4s50_1` |
| Most numerous logic cell after layout | `inv_1` |
| Tightest Pin Transition | `between 0.3 and 0.4 ns` |
| Vias/cell | `about 4.0` |
| Vias in the first global route | `4,044` |
| Nature of the critical path endpoint | `output port` |
| Share of cells above drive strength 1 | `0.0187` |
| First-pass GRT wire length | `approximately 17,000 um` |
| Tool warning count | `32` |
| Hold crit path type | `input pin to output port` |
| Worst VDD drop | `approximately 95 uV` |
| Netlist area before placement | `4820 um2` |
| Flip-flops | `0` |
| Row cnt | `45` |
| WL/cell | `10.1 um` |
| Setup WS pre-CTS | `approximately 6.5 ns` |
| CP Depth | `17` |
| Max-cap viol count | `0` |
| Synth Seq Share | `0` |
| I/O pin cnt | `216` |
| PwrDens | `around 180 nW/um2` |
| Delay-heaviest family, CP | `adder cells` |
| TNS Setup | `0 ns` |
| Die width | `about 130 um` |
| Diode count | `0` |
| Core ar. | `15,400 um2` |
| Critical Path AT | `between 8 and 9 ns` |
| Yosys warning total | `0` |
| PostCTS Resize Cnt | `0` |
| Buffers plus inverters on the worst setup path | `5` |
| Fp util | `0.312` |
| Crit path max fanout | `4` |
| Die H | `129 um` |
| Total Power | `~1300 uW` |
| Synth cell types | `40` |
| Post-layout min period | `roughly 13 ns` |
| Port-buffer cells | `approximately 220` |
| Routed vias | `between 3,000 and 4,000` |
| YS chip area | `~4800 um2` |
| Postcts setup bufs | `0` |
| FF/Latch Area | `0 um2` |
| Avg Inst Size Synth | `between 9 and 10 um2` |
| Clock buffers | `0` |
| Required time worst endpoint | `approximately 15 ns` |
| GRT overflow | `0` |
| Leakage | `between 0.003 and 0.004 uW` |
| Crit path top cell by count | `fa_1` |
| Max-Slew Margin vs Limit | `0.764` |
| Final wirelength | `about 9700 um` |
| Status | `finished clean` |
| Final setup margin | `6.54 ns` |
| Final instance area | `between 7000 and 8000 um2` |
| GRT Total Usage | `0.129` |
| CP max stage delay | `0.55 ns` |
| Largest net degree at the start of global routing | `9` |
| Die ar. | `16,600 um2` |
| Top Layout Cells | `253 x inv_1, 216 x clkdlybuf4s50_1, 135 x fa_1` |
| Fin crit share | `0.658` |
| Worst Setup EP | `out[22]` |
| DR iter-0 viols | `45` |
| HPWL after detailed placement | `9580 um` |
| CP Class | `input pin to output port` |
| Global placement routability congestion | `0.813` |
| Fmax achieved | `approximately 80 MHz` |
| Setup crit start kind | `input pin` |
| RSZ-0062 raised after global routing | `no` |
| Final hold viol count | `0` |
| Drt first pass iters | `4` |
| Final setup violation count | `0` |
| Post-DP Area | `about 7200 um2` |
| Ys cells | `534` |
| Routed Antenna Nets | `0` |
| CP max-delay cell | `fa_1` |
| CTS Hold Bufs | `0` |
| DR DRC count | `0` |
| Origin of the worst setup path | `in_3[2]` |
| Antenna violations before repair | `0` |
| Area growth syn-to-layout | `50.2%` |
| Final Slew Violations | `0` |
metal layers:
layer,vias to the layer above,GRT usage,part of all wire
li1,1911,-,-
met1,1789,0.181,0.41
met2,148,0.221,0.48
met3,0,0.0335,0.11
met4,0,0,0
met5,-,0,0
cell usage after synthesis, types with 4 or more instances:
| cell | n | area [um2] |
|---|---|---|
| a31oi_1 | 4 | 25.0 |
| ha_1 | 24 | 300 |
| nand3_1 | 4 | 20.0 |
| a21o_1 | 4 | 30.0 |
| nand2_1 | 10 | 37.5 |
| xnor2_1 | 26 | 228 |
| fa_1 | 135 | 2700 |
| a21oi_1 | 16 | 80.1 |
| inv_1 | 253 | 950 |
| nor2_1 | 9 | 33.8 |
stage by stage:
step           hold slack [ns]  utilization  cells
5_1_grt                   8.83        0.469    960
2_1_floorplan             7.82            -    534
3_5_place_dp              8.78        0.469    960
3_3_place_gp              8.78        0.469    960
6_report                  8.79        0.469    960
4_1_cts                   8.79        0.469    960
worst min path at each step:
| stage | from | end | slack, ns | depth (start not counted) |
|---|---|---|---|---|
| 4_1_cts | in_7[0] | out[0] | 8.79 | 4 |
| 5_1_grt | in_7[0] | out[0] | 8.83 | 4 |
| 6_report | in_7[0] | out[0] | 8.79 | 4 |
cell families (layout without fill, tap and decap cells):
logic type	after synthesis	after routing	share of synthesized area
XOR/XNOR	29	29	0.0527
buffers and inverters	254	469	0.198
AND/OR/NAND/NOR	39	39	0.0426
adder cells (fa/ha/maj)	159	159	0.623
AND-OR/OR-AND	53	53	0.0838
cell type report:
| class | count | area, um2 |
|---|---|---|
| Fill cell | 1435 | 8190 |
| Tap cell | 211 | 264 |
| Inverter | 253 | 950 |
| Timing Repair Buffer | 216 | 2160 |
| Multi-Input combinational cell | 280 | 3870 |
power breakdown:
part	internal (uW)	total (uW)	switching (uW)
registers	0	0	0
logic	719	1290	572
clock network	0	0	0
Power and IR drop assume default switching activity.
